**run.sh**
```bash
#!/bin/bash
# OpenROAD 26Q1-2900-gdf79404cd8, Yosys 0.63+post, stock flow scripts
make -C /OpenROAD-flow-scripts/flow DESIGN_CONFIG=/design/flow/config.mk WORK_HOME=/design/flow/orfs finish
```
**constraint.sdc**
```tcl
current_design Seven_segment_display_4

set clk_period 1.0
set clk_io_pct 0.2

create_clock -name clk0 -period $clk_period

set non_clock_inputs [all_inputs -no_clocks]
set_input_delay [expr $clk_period * $clk_io_pct] -clock clk0 $non_clock_inputs
set_output_delay [expr $clk_period * $clk_io_pct] -clock clk0 [all_outputs]
```
**design.v**
```verilog
module Seven_segment_display_4 (
	input [3:0] KEY,
	input [9:0] SW,
	output reg [6:0] HEX0,HEX1,HEX2,HEX3);
	always @(*)
	begin
		if (SW[9]) 
		begin
			HEX0 <= 7'b0001_100;
			HEX1 <= 7'b0100_001;
			HEX2 <= 7'b0001_001;
			HEX3 <= 7'b0001_000;
		end
		else 
		begin
			case (KEY)
				4'b1110: begin	
				HEX0 <= 7'b0001_100; 
				HEX1 <= 7'b1000_000; 
				HEX2 <= 7'b1000_000; 
				HEX3 <= 7'b1000_000;
				end
				4'b1101:	begin 
				HEX1 <= 7'b0100_001; 
				HEX0 <= 7'b1000_000;	
				HEX2 <= 7'b1000_000; 
				HEX3 <= 7'b1000_000; 
				end
				4'b1011:	begin 
				HEX2 <= 7'b0001_001; 
				HEX1 <= 7'b1000_000; 
				HEX0 <= 7'b1000_000; 
				HEX3 <= 7'b1000_000; 
				end
				4'b0111: begin 
				HEX3 <= 7'b0001_000;	
				HEX1 <= 7'b1000_000; 
				HEX0 <= 7'b1000_000; 
				HEX2 <= 7'b1000_000; 
				end
				default: 
				begin
				HEX0 <= 7'b1000_000;
				HEX1 <= 7'b1000_000;
				HEX2 <= 7'b1000_000;
				HEX3 <= 7'b1000_000;
				end
			endcase
		end
	end
endmodule
```
**config.mk**
```make
export PLATFORM = sky130hd
export DESIGN_NAME = Seven_segment_display_4
export DESIGN_NICKNAME = Seven_segment_display_4
export VERILOG_FILES = /design/flow/design.v
export SDC_FILE = /design/flow/constraint.sdc
export NUM_CORES = 4
export LEC_CHECK = 1
export CORE_AREA = 10 10 70 70
export DIE_AREA = 0 0 80 80
```
==> flow_summary.yaml <==
# flow metrics
status:
  outcome: "finished, final reports clean"
place:
  globalplace.congestion: 0.715
  portBuffers: 16
  place_hpwl_microns: 733
floorplanning:
  placement_rows: 21
  dieWidth_microns: 80
  fp_util_pct: 7.29
  die_area_sq_um: 6400
  core-area_sq_um: 3420
  die_h_microns: 80
  ports_placed_on_the_boundary: 42
job:
  log.warning_count: 41
  number_of_maximum_capacitance_violations: 0
worst_setup_path:
  cp_num_buf_inv: 2
  cp_slowest_stage_delay_ps: 250
  cp_class: "in -> out"
  count_of_cell_instances_traversed_by_the_critical_path: 3
  worst_ep_required_time_ps: 800
  critical-path-slowest-cell: "sky130_fd_sc_hd__a41o_2"
  path_delay_family: "buffers and inverters"
  worst_setup_path_end_kind: "output port"
  worst-path-max-fanout: 7
  data_arrival_time_of_the_worst_path_ps: 770
  worstPathCellList: "buf_4 > a41o_2 > clkdlybuf4s15_1"
  crit_path_start: "KEY[0]"
  crit_path_end: "HEX1[0]"
  startpoint_type: "primary input"
cells_and_area:
  flow.area_growth_from_synthesis_pct: 45.2
  fillCellCount: 412
  drive_gt1_share_pct: 37.0
  n_sequential_cell: 0
  final.clkbuf_count: 0
  mi_logic_area_sq_um: 148
  layout.core_utilization_pct: 10.6
  ff_latch_area_sq_um: 0
synth:
  synth.largest_area_cell: "sky130_fd_sc_hd__buf_4"
  yosysChipArea_sq_um: 249
  yosys_warnings: 1
  top_cell: "sky130_fd_sc_hd__buf_4"
  synth.lib_cells_used.distinct: 8
  mean_instance_size_in_the_synthesized_netlist_sq_um: 7.32
  yosys-stat-cells: 34
  synth_seq_share_pct: 0
  synthCells: 34
  top_area_share_pct: 60.3
  synth.cells.most_frequent: "sky130_fd_sc_hd__buf_4 (20), sky130_fd_sc_hd__a41oi_1 (4), sky130_fd_sc_hd__a41o_1 (3), sky130_fd_sc_hd__inv_1 (3)"
  synth.top_cells.by_area: "sky130_fd_sc_hd__buf_4 (60%), sky130_fd_sc_hd__a41oi_1 (14%), sky130_fd_sc_hd__a41o_1 (12%)"
  synthesis.area_sq_um: 249
power:
  post_route_total_power_uw: 101
  power_density_of_the_placed_cells_nw_per_um2: 281
  power.ir.vdd_worst_mv: 0.0432
  p_leak_nw: 0.188
routing:
  drt_first_pass_iters: 4
  antenna_left: 0
  drt_first_iter_violations: 17
  finalWirelength_microns: 852
  route.detailed.vias_per_inst: 2.42
  remaining_routing_drc_violations: 0
  detail_route.antenna_diodes: 0
  routed_wire_length_per_instance_microns: 9.26
  dr_total_vias: 223
hold_path:
  hp-class: "in -> out"
  hold_path_startpoint: "KEY[1]"
sta:
  final.hold.worst_slack_ps: 681
  timing.fmax_mhz: 1030
  setup_tns_ps: 0
  setup_viol: 0
  timing_hold_violations_final: 0
  grt_setup_unrepaired: "false"
  finalMaxSlewViolations: 0
  final.period_utilization_pct: 97.1
  layout_min_cycle_time_ps: 971
cts:
  cts_hold_repair.buffers: 0
grt:
  grt_remaining_overflow: 0
  antenna_violations_before_repair: 0
  largest_net_degree_at_the_start_of_global_routing: 9
  number_of_global_route_vias_before_repair: 242
  globalRouteTotalUtil_pct: 2.42
  grt_first_pass_wirelength_microns: 1330
power breakdown:
group          switching, mW  total (mW)  internal (mW)
sequential                 0           0              0
combinational         0.0426       0.101         0.0588
clock                      0           0              0
area by class of cell:
class / count / share of cell area (%)
multi-input cells: 25 / 40.8
repair buffers: 17 / 39.1
well taps: 46 / 15.9
inverters: 4 / 4.15
what timing repair did:
item	4_1_cts	5_1_grt
buffers inserted	0	0
endpoints found under the setup margin	11	2
gates resized	59	1
pin swaps	4	1
endpoints found under the hold margin	0	0
logic make-up (layout without fill, tap and decap cells):
| group | Yosys count | after routing | share of synthesized area, % |
|---|---|---|---|
| AOI/OAI and AO/OA | 8 | 8 | 30.7 |
| other | 1 | 17 | 1.51 |
| buffers and inverters | 25 | 21 | 67.8 |
metrics by stage:
step           instances  cell area, sq um  setup slack [ps]
2_1_floorplan         50               309               114
3_5_place_dp          92               380              -780
3_3_place_gp          92               380              -775
4_1_cts               92               367              11.3
5_1_grt               92               362              1.55
6_report              92               362              29.1
metal layers:
layer	track usage, %	part of all wire, %
met4	0	0
met3	0.568	8.7
met1	3.56	48
met2	3.69	43
met5	0	0
cells in the final DEF, fill, tap and decap left out, drive strengths merged:
cell type      synthesis  routed
a41o                   4       4
a41oi                  4       4
buf                   20      11
clkbuf                 1       1
clkdlybuf4s15          0       3
conb                   1      17
dlygate4sd2            0       2
inv                    4       4
worst min path at each step:
stage / to / slack [ps] / depth (start not counted)
4_1_cts: HEX3[6] / 690 / 3
5_1_grt: HEX3[6] / 710 / 3
6_report: HEX3[6] / 680 / 3
Power is estimated from default activity; no workload was simulated.
