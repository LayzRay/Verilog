`flow/design.v`:
```
module decoder_to_display (SW, HEX);
	input [3:0] SW;
	output reg [6:0] HEX;
	always @(SW) begin
		case(SW[3:0])	
				4'b0000: HEX = 7'b1000_000;
				4'b0001:	HEX = 7'b1111_001;
				4'b0010:	HEX = 7'b0100_100;
				4'b0011:	HEX = 7'b0110_000;
				4'b0100:	HEX = 7'b0011_001;
				4'b0101:	HEX = 7'b0010_010;
				4'b0110: HEX = 7'b0000_010;
				4'b0111:	HEX = 7'b1111_000;
				4'b1000:	HEX = 7'b0000_000;
				4'b1001:	HEX = 7'b0010_000;
				4'b1110:	HEX = 7'b0000_110;  
				4'b1111:	HEX = 7'b0101_111;  
				default: HEX = 7'b1111_111;
			endcase
	end
endmodule
module main (SW,HEX0,HEX1,HEX2,HEX3,LEDG);
	input  [9:0] SW;
	output [6:0] HEX0,HEX1,HEX2;
	output reg [6:0] HEX3; 
	output reg [7:0] LEDG;
	reg [3:0] bin_1,bin_2,bin_3;
	wire [3:0] bin_1_w, bin_2_w,bin_3_w;
	assign bin_1_w = bin_1;
	assign bin_2_w = bin_2;
	assign bin_3_w = bin_3;
	initial begin
	bin_1 = 0;
	bin_2 = 0;
	bin_3 = 0;
	end
	function reg [6:0] ten;
	input [3:0] SW;
	case(SW)
			4'b0000 : ten = 7'd0;
			4'b0001 : ten = 7'd10;
			4'b0010 : ten = 7'd20;	
			4'b0011 : ten = 7'd30;			
			4'b0100 : ten = 7'd40;			
			4'b0101 : ten = 7'd50;			
			4'b0110 : ten = 7'd60;			
			4'b0111 : ten = 7'd70;			
			4'b1000 : ten = 7'd80;			
			4'b1001 : ten = 7'd90;
	endcase
	endfunction
	function reg [7:0] hundred;
	input [1:0] SW;
	case(SW)
			2'b00 : hundred = 8'd0;
			2'b01 : hundred = 8'd100;
			2'b10 : hundred = 8'd200;
	endcase
	endfunction
	initial HEX3 <= 7'b1111_111;  
	always @(SW) begin
		if ((SW[3:0] > 4'd9) || (SW[7:4]> 4'd9) || (SW[9:8] > 2'd2)) begin
			bin_3 <= 4'b1110;
			bin_2 <= 4'b1111;
			bin_1 <= 4'b1111;
		end
		else begin
			if (hundred(SW[9:8]) + ten(SW[7:4]) + SW[3:0] <= 8'd255) begin
				LEDG <= hundred(SW[9:8]) + ten(SW[7:4]) + SW[3:0];
				bin_1 <= SW[3:0];
			   bin_2 <= SW[7:4];
			   bin_3 <= {2'b00,SW[9:8]};
			end else begin
				LEDG <= 8'd0;
				bin_3 <= 4'b1110;
				bin_2 <= 4'b1111;
				bin_1 <= 4'b1111;
			end
		end
	end
   decoder_to_display dtd_1 (.SW(bin_1_w),.HEX(HEX0));
	decoder_to_display dtd_2 (.SW(bin_2_w),.HEX(HEX1));
	decoder_to_display dtd_3 (.SW(bin_3_w),.HEX(HEX2));
endmodule
```
`flow/run.sh`:
```
#!/bin/bash
# OpenROAD 26Q1-2900-gdf79404cd8, Yosys 0.63+post, stock flow scripts
make -C /OpenROAD-flow-scripts/flow DESIGN_CONFIG=/design/flow/config.mk WORK_HOME=/design/flow/orfs finish
```
`flow/config.mk`:
```
export PLATFORM = sky130hd
export DESIGN_NAME = main
export DESIGN_NICKNAME = main
export VERILOG_FILES = /design/flow/design.v
export SDC_FILE = /design/flow/constraint.sdc
export NUM_CORES = 4
export LEC_CHECK = 1
export CORE_AREA = 10 10 93 93
export DIE_AREA = 0 0 103 103
```
`flow/constraint.sdc`:
```
current_design main

set clk_period 5.0
set clk_io_pct 0.2

create_clock -name clk0 -period $clk_period

set non_clock_inputs [all_inputs -no_clocks]
set_input_delay [expr $clk_period * $clk_io_pct] -clock clk0 $non_clock_inputs
set_output_delay [expr $clk_period * $clk_io_pct] -clock clk0 [all_outputs]
```
==> run notes <==
Synthesis and PnR results.

- The flow ran to the end, and the final reports show no timing, DRC or antenna violations.
- The launch point of the worst hold path is SW[9].
- The final HPWL from detailed placement is 2.731 mm.
- The number of cell instances after yosys synthesis is 143.
- The warning total across the stage logs is 42.
- The delay of the slowest cell on the worst path reads 0.60 ns.
- The count of routing violations after the opening detailed-route iteration is 75.
- The number of buffers and inverters on the critical path is 4.
- The overall global routing resource usage reads 5.681%.
- The synthesized design contains 0 enable-type register cells.
- Setup repair after global routing left no endpoint under its margin.
- In this run the tightest slew margin relative to its limit is 59.16%.
- Counting endpoints that fail hold in the final report gives 0.
- The async set-reset flop share out of synthesis is 0%.
- The startpoint type of the worst setup path is an input pin.
- The arrival time of data at the worst endpoint is listed as 3.72 ns.
- The number of remaining DRC errors is 0.
- Max-cap violations in this run came to 0.
- Adding up every negative setup slack in the final design gives 0 ns.
- The critical path's slowest stage uses the library cell sky130_fd_sc_hd__clkdlybuf4s50_1.
- Per the OpenROAD floorplan log, the width of the die is 103 um.
- In the final layout, the share of cells above drive strength 1 is 7.222%.
- The timer found 8 register pins that no clock reaches; their paths are not timed.
- The worst-case vdd ir drop reads 23.11 uV.
- Listed in order, past its start point the critical path passes clkdlybuf4s50_1, o21a_1, nor3_1, buf_4, inv_1, nor2_1, ha_1, mux4_2, nor2_1, clkdlybuf4s50_1.
- The hold path depth reads 3.
- The highest attainable clock frequency reads 212.0 MHz.
- The count of port buffers added during placement reads 39.
- The power density over the cells reads 105.6 nW/um^2.
- The cell area after technology mapping reads 1144 um^2.
- The cell type group with the largest total delay on the critical path is buffers and inverters.
- For reference, the post-synthesis area per instance comes to 7.997 um^2.
- For this run, the share of the core covered by cells in the final layout is 23.74%.
- The count of cell types in the netlist is 39.
- The relative contribution of the clock network to total power is 0%.
- The final weighted congestion in routability-driven placement is 0.8823.
- The main flop type reads sky130_fd_sc_hd__dlxtn_1.
- The count of antenna-violating nets left after detailed routing is 0.
- Ranked by total cell area, the synthesized netlist is headed by sky130_fd_sc_hd__ha_1 (24%), sky130_fd_sc_hd__dlxtn_1 (11%), sky130_fd_sc_hd__buf_4 (5.9%).
- The first TritonRoute pass finished after 4 iterations.
- The most popular library cell in the synthesized design by count is sky130_fd_sc_hd__ha_1.
- The synthesized instance count is 143.
- The hold buffer count at CTS is 0.
- The flip-flop count of the largest register after layout is 8.
- The switching power of the nets reads 0.00006380 W.
- Per the synth log, the flip-flop and latch total comes to 8.
- The number of gates resized after CTS was 0.
- Cell internal power was estimated by the tool at 0.0001057 W.
- The critical path is of the in -> out type.
- The switching share of total power is 37.65%.
- Per the run report, area growth between synthesis and finish was 40.26%.
- In the final report, the number of endpoints failing setup comes to 0.
- The count of final max-slew check failures reads 0.
- The total stage count of the critical path reads 10.
- The core region is 6756 um^2.
- The largest registers in the layout are LEDG: 8 flops.
- The total antenna diodes in the routed design is 0.
- Looking at the max-slew report, the worst-margin pin has a slew of 0.6085 ns.
- The highest net fanout along the worst path is 8.
- The number of antenna violations at the first check in global routing is 0.
- The OpenROAD report gives the critical path a required time of 4.00 ns.
- The fraction of synthesized cell area taken by the top area cell type reads 24.07%.
- The leakage power is 0.7216 nW.
- The count of endpoints without a timing constraint reads 16.
- In this run the cell area measured after placement is 1604 um^2.
- The worst setup path is captured at a primary output.
- The script logs the ratio of routed vias to standard cells as 4.212.
- The largest register by flop count is LEDG.
- The total overflow left after global routing is 0.
- The first global-routing pass estimated 4.974 mm of wire.
- Counting instances in the post-synthesis netlist gives the leading cell types as sky130_fd_sc_hd__ha_1 (22), sky130_fd_sc_hd__nor2_1 (11), sky130_fd_sc_hd__inv_1 (10).
- The overall via count from detail_route reads 1095.
- The routed length per instance reads 11.91 um.
- The final cell area excluding filler cells is 1604 um^2.
- The final timing report derives a shortest allowable period of 4.716 ns.
- The total routed wirelength is 3.097 mm.
- The maximum number of pins on one net before global-route repair is 13.
- The die height is 103 um.
- The count of standard-cell rows reads 30.
- Combinational logic burns 89.4% of the power.
- Yosys reports a chip area of 1144 um^2.
- OpenSTA lists the critical path startpoint as SW[1].
- The area of the chip is 10610 um^2.
- The most area-hungry cell type in the Yosys netlist reads sky130_fd_sc_hd__ha_1.
- The total setup buffers inserted after CTS reads 0.
- Counting the warning lines in the Yosys log gives 2.
- The part of the power in registers is 10.6%.
- The filler cell count reads 723.
- Pin placement for this block handled 46 I/O pins.
- The number of global-route vias before repair is 1035.
- At the floorplan stage, the core utilization is reported as 16.93%.
- The period utilization is 94.32%.
- In this run the worst hold path is classified as in -> out.
power by group through the flow:
| stage | sequential (W) | clock (W) | combinational, W |
|---|---|---|---|
| finish | 0.0000179 | 0 | 0.000152 |
| global route | 0.0000191 | 0 | 0.000172 |
| CTS | 0.0000182 | 0 | 0.000156 |
final cells by class:
class / count / area (um^2) / area share [%]
inverters: 10 / 37.54 / 2.340
multi-input cells: 115 / 895.9 / 55.85
flip-flops and latches: 8 / 120.1 / 7.488
well taps: 80 / 100.1 / 6.240
repair buffers: 47 / 450.4 / 28.08
cell usage in the layout (no fill, tap or decap), drive strengths merged, types with 3 or more instances in the layout:
cell	n
nor2b	3
nand2	6
buf	8
nand3	3
nand2b	6
clkdlybuf4s50	39
conb	7
o22ai	6
o21a	3
nor2	11
xnor2	6
fa	3
dlxtn	8
inv	10
ha	22
o21ai	7
nor3	3
a21oi	7
metal layers:
metal / vias up / wire length [um] / global-route usage [%] / part of all wire [%]
li1: 564 / - / - / -
met3: 0 / 308 / 1.490 / 9.9
met4: 0 / 0 / 0 / 0
met5: - / 0 / 0 / 0
met1: 503 / 1332 / 7.515 / 43
met2: 28 / 1456 / 9.654 / 47
kinds of logic after synthesis:
group / share of synthesized area, %
other cells: 0.3279
compound gates: 18.82
xor+xnor: 5.361
buf+inv: 13.13
latches: 10.50
mux: 6.017
fa+ha+maj: 29.32
simple gates: 16.52
final timing paths:
path                   to  slack, ns
hold / removal    HEX2[6]       3.03
setup / recovery  HEX0[4]       0.28
metrics by stage:
step | worst slack, ns | hold WS [ns] | total power (W) | instances
6_report | 0.2838 | 3.028 | 0.0001694 | 260
5_1_grt | 0.09357 | 3.085 | 0.0001915 | 260
4_1_cts | 0.2994 | 3.044 | 0.0001743 | 260
3_5_place_dp | 0.3099 | 3.044 | 0.0001732 | 260
3_3_place_gp | 0.3432 | 3.047 | 0.0001735 | 260
2_1_floorplan | 1.382 | 2.013 | 0.00009574 | 149
Power figures rest on the tool's default switching activity, not on a simulated workload.
