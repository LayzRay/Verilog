## flow/run.sh

```bash
#!/bin/bash
# OpenROAD 26Q1-2900-gdf79404cd8, Yosys 0.63+post, stock flow scripts
make -C /OpenROAD-flow-scripts/flow DESIGN_CONFIG=/design/flow/config.mk WORK_HOME=/design/flow/orfs finish
```

## flow/config.mk

```make
export PLATFORM = sky130hd
export DESIGN_NAME = bin2dec_4
export DESIGN_NICKNAME = bin2dec_4
export VERILOG_FILES = /design/flow/design.v
export SDC_FILE = /design/flow/constraint.sdc
export NUM_CORES = 4
export LEC_CHECK = 1
export CORE_AREA = 10 10 73 73
export DIE_AREA = 0 0 83 83
```

## flow/constraint.sdc

```tcl
current_design bin2dec_4

set clk_period 3.8
set clk_io_pct 0.2

create_clock -name clk0 -period $clk_period

set non_clock_inputs [all_inputs -no_clocks]
set_input_delay [expr $clk_period * $clk_io_pct] -clock clk0 $non_clock_inputs
set_output_delay [expr $clk_period * $clk_io_pct] -clock clk0 [all_outputs]
```

## flow/design.v

```verilog
module bin2dec_4 (SW, LEDG, HEX3, HEX2,HEX1,HEX0);
	input [9:0] SW;
	output reg [7:0] LEDG;
	output reg [6:0] HEX3,HEX2,HEX1,HEX0;
	reg [7:0] hundred;
	reg [6:0] ten;
	always @(*) begin
		case(SW[9:8])
			2'b00 :
			begin
			hundred <= 8'd0;
			HEX3 <= 7'b1111_111;
			HEX2 <= 7'b1111_111;
			end
			2'b01 :
			begin
			hundred <= 8'd100;
			HEX3 <= 7'b1111_111;
			HEX2 <= 7'b1111_111;
			end
			2'b10 : begin
			hundred <= 8'd200;
			HEX3 <= 7'b1111_111;
			HEX2 <= 7'b1111_111;
			end
			2'b11 : 
			begin
			HEX3 <= 7'b1111_111;
			HEX2 <= 7'b0000_110;
			HEX1 <= 7'b0101_111;
			HEX0 <= 7'b0101_111;
			end
		endcase
		case(SW[7:4])
			4'b0000 : begin
			ten <= 7'd0;
			HEX3 <= 7'b1111_111;
			HEX1 <= 7'b1111_111;
			end
			4'b0001 : begin 
			ten <= 7'd10;
			HEX3 <= 7'b1111_111;
			HEX1 <= 7'b1111_111;
			end
			4'b0010 : begin
			ten <= 7'd20;
			HEX3 <= 7'b1111_111;
			HEX1 <= 7'b1111_111;
			end
			4'b0011 : begin
			ten <= 7'd30;
			HEX3 <= 7'b1111_111;
			HEX1 <= 7'b1111_111;
			end
			4'b0100 : begin
			ten <= 7'd40;
			HEX3 <= 7'b1111_111;
			HEX1 <= 7'b1111_111;
			end
			4'b0101 : begin
			ten <= 7'd50;
			HEX3 <= 7'b1111_111;
			HEX1 <= 7'b1111_111;
			end
			4'b0110 : begin
			ten <= 7'd60;
			HEX3 <= 7'b1111_111;
			HEX1 <= 7'b1111_111;
			end
			4'b0111 : begin 
			ten <= 7'd70;
			HEX3 <= 7'b1111_111;
			HEX1 <= 7'b1111_111;
			end
			4'b1000 : begin
			ten <= 7'd80;
			HEX3 <= 7'b1111_111;
			HEX1 <= 7'b1111_111;
			end
			4'b1001 : begin
			ten <= 7'd90;
			HEX3 <= 7'b1111_111;
			HEX1 <= 7'b1111_111;
			end
		endcase
		if ((hundred + ten + SW[3:0] <= 8'd255) && (SW[3:0] <= 4'd9)) begin
		LEDG[0] <= SW[0]; 
		LEDG[7:1] <= hundred[7:1] + ten[6:1] + SW[3:1];
		end
		else begin
		LEDG <= 8'd255;
		HEX3 <= 7'b1111_111;
		HEX2 <= 7'b0000_110;
		HEX1 <= 7'b0101_111;
		HEX0 <= 7'b0101_111;
		end
	end
endmodule
```

==> changes_impl.md <==
### Implementation results

* Height of the die at 83 um
* Top delay family on crit path: adder cells
* Achievable Freq at 275 MHz
* Number of max-cap violations at 0
* Number of unconstrained endpoints at 12
* Cell-by-cell listing of the critical path: dlygate4sd2_1 -> fa_1 -> ha_2 -> fa_2 -> a21oi_2 -> or3_1 -> nand3_1 -> clkdlybuf4s50_1
* Floorplan core density at 21.2%
* DRT iter0 DRCs at 14
* Proportion of layout cells with a drive suffix above 1 at 9.24%
* Data arrival at the endpoint of the critical path at 2.88 ns
* Final critical delay including setup and external delays at 3.64 ns
* Fraction of the core area covered by cells at the end of the flow at 27.8%
* Flops & latches, synth at 10
* Synthesized area per cell at 8.35 sq um
* Critical-path cell with the highest stage delay: sky130_fd_sc_hd__fa_1
* Area share of the largest cell type after synthesis at 24.6%
* Antenna diode instance count at 0
* CORE AREA at 3740 sq um
* Pwr/cell area at 85.1 nW/um^2
* Port buffer count at 25
* Crit end category: output pin
* Worst min-delay path category: in -> out
* Total routed wirelength at 1620 um
* Maximum number of pins on one net before global-route repair at 9
* Detailed-route vias per instance at 3.49
* Most area-consuming cells after synthesis: sky130_fd_sc_hd__buf_4 25%, sky130_fd_sc_hd__dlxtn_1 19%, sky130_fd_sc_hd__ha_1 16%
* Unique masters post-synth at 26
* Top_reg_cell synth: sky130_fd_sc_hd__dlxtn_1
* LEAKAGE at 0.514 nW
* Initial antenna violation count at 0
* Combined global-route utilization of all metal layers at 4.28%
* Share of the clock period used by the worst path at 95.8%
* Sort of element at the start of the critical path: primary input
* Total vias in the final route at 582
* Sum Neg Setup Slack at 0 ns
* Max-slew violation count at 0
* Cell type with the largest total area: sky130_fd_sc_hd__buf_4
* Sum of overflow across all layers after global routing at 0
* First-pass GRT wire length at 2670 um
* Number of OpenROAD warnings at 34
* Buf/Inv on CP at 2
* RSZ-0062 raised after global routing: no
* Full die area at 6890 sq um
* Buffers inserted during post-CTS setup optimization at 0
* I/O pin count at 46
* Fin Hold WS at 2.43 ns
* # Cells Yosys at 95
* Vias in the first global route at 639
* Number of antenna-violating nets in the routed design at 0
* Outcome: completed
* X dimension of the die at 83 um
* Count leader, synth: sky130_fd_sc_hd__buf_4
* Number of detailed-route iterations in the first pass at 2
* Chip area line of the yosys report at 793 sq um
* Flip-flops with a built-in enable at 0
* Routed len/inst at 9.67 um
* Async set-reset flop share out of synthesis at 0%
* Critical path start-end classification: in -> out
* Number of DRC violations after detailed routing at 0
* Total placed cells including tap cells at 167
* Layout Cells excl Fill at 167
* Cell types with the highest counts after synthesis: 26 x sky130_fd_sc_hd__buf_4, 10 x sky130_fd_sc_hd__dlxtn_1, 10 x sky130_fd_sc_hd__ha_1
* Area overhead of the layout relative to synthesis at 31.2%
* Cell Rows at 22
* Hpwl dp at 1510 um
* Count of synthesis-stage warnings from yosys at 1
* GP Congestion at 0.725
* Post-synthesis instance area at 793 sq um
* Finish-stage setup viols at 0
* Final hold violation count at 0
* Longest individual stage delay on the worst path at 0.55 ns
* Count of unclocked register or latch pins at 10
* IR drop worst, VDD at 0.0000317 V
* Highest net fanout along the worst path at 2
* Synthesized instance count at 95
* Endpoint required time on the critical path at 3.04 ns
## metrics by stage
| stage | setup WS, ns | area, sq um | power (mW) |
|---|---|---|---|
| detailed placement | -0.194 | 1020 | 0.0901 |
| global placement | -0.172 | 1020 | 0.0902 |
| finish | 0.159 | 1040 | 0.0886 |
| global route | 0.0297 | 1040 | 0.102 |
| floorplan | 0.898 | 865 | 0.0579 |
| CTS | 0.136 | 1040 | 0.0916 |
## kinds of logic after synthesis
| group | count (synthesis) | synth area share (%) |
|---|---|---|
| and+or+nand+nor | 20 | 12.3 |
| buffers and inverters | 32 | 27.4 |
| other | 2 | 0.947 |
| xor gates and xnor gates | 4 | 4.42 |
| AOI/OAI and AO/OA | 12 | 10.1 |
| adders and majority gates | 13 | 23.3 |
| latches | 10 | 18.9 |
| muxes | 2 | 2.52 |
## registers in the layout (all words and copies together), names as in the netlist
register and cells:
ten 6, hundred 3, HEX1 1
## area by class of cell
cell class	count	area (sq um)
fillers	417	2700
multi-input cells	72	517
repair buffers	31	292
flip-flops and latches	10	150
well taps	48	60.1
inverters	6	22.5
## routing by layer
| layer | GRT usage (%) | part of all wire (%) |
|---|---|---|
| met5 | 0 | 0 |
| met4 | 0 | 0 |
| met3 | 1.67 | 9.0 |
| met2 | 7.33 | 45 |
| met1 | 5.22 | 46 |
## path summary, 6_finish.rpt
kind / slack (ns) / startpoint / end / cells past startpoint
setup / recovery: 0.16 / SW[2] / LEDG[6] / 8
hold / removal: 2.43 / SW[0] / LEDG[0] / 3
## where the power goes
group          switching [mW]  total [mW]  leakage, nW  internal, mW
clock network               0           0            0             0
registers             0.00116     0.00942       0.0792       0.00826
logic                  0.0300      0.0792        0.434        0.0492
total                  0.0311      0.0886        0.514        0.0575
## placed cells by master, fill, tap and decap left out, types with 2 or more instances in the layout
cell and n:
sky130_fd_sc_hd__a21oi_2 2, sky130_fd_sc_hd__inv_1 6, sky130_fd_sc_hd__xnor2_1 3, sky130_fd_sc_hd__nand2_1 3
sky130_fd_sc_hd__clkdlybuf4s50_1 22, sky130_fd_sc_hd__dlygate4sd2_1 3, sky130_fd_sc_hd__fa_1 2, sky130_fd_sc_hd__and2_1 2
sky130_fd_sc_hd__o21ai_1 3, sky130_fd_sc_hd__dlxtn_1 10, sky130_fd_sc_hd__nor2_1 7, sky130_fd_sc_hd__nand2b_1 4
sky130_fd_sc_hd__ha_1 9, sky130_fd_sc_hd__buf_4 6, sky130_fd_sc_hd__mux2i_1 2, sky130_fd_sc_hd__conb_1 21
## what timing repair did
action                     in CTS  in global routing
resized                         8                  0
setup endpoints to repair       4                  0
hold buffers                    0                  0
Power and IR drop assume default switching activity.
